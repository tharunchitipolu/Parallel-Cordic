**./config.mk**
```make
export PLATFORM = sky130hd
export DESIGN_NAME = Add_Sub_Nbit
export DESIGN_NICKNAME = Add_Sub_Nbit
export VERILOG_FILES = /design/flow/design.v
export SDC_FILE = /design/flow/constraint.sdc
export NUM_CORES = 4
export LEC_CHECK = 1
export CORE_AREA = 10 10 81 81
export DIE_AREA = 0 0 91 91
```
**./constraint.sdc**
```tcl
current_design Add_Sub_Nbit

set clk_period 7.6
set clk_io_pct 0.2

create_clock -name clk0 -period $clk_period

set non_clock_inputs [all_inputs -no_clocks]
set_input_delay [expr $clk_period * $clk_io_pct] -clock clk0 $non_clock_inputs
set_output_delay [expr $clk_period * $clk_io_pct] -clock clk0 [all_outputs]
```
**./design.v**
```verilog
module Add_Sub_Nbit #(parameter N = 16)(A,B,s,Y);
input [N-1:0]A,B;
input s;
output [N:0]Y;
wire [N+1:0]C;
wire [N:0] A1,B1;
wire [N:0] xB;
assign A1 = {A[N-1],A};
assign B1 = {B[N-1],B};
assign xB = s?~B1:B1; 
assign C[0] = s;
genvar i;
generate
for(i = 0;i<N+1;i = i+1) begin: FA_loop
FA FA_ (.A(A1[i]), .B(xB[i]), .Cin(C[i]), .Sum(Y[i]), .Cout(C[i+1]));
end
endgenerate
endmodule
module FA(A, B, Cin, Sum, Cout) ;
input A, B, Cin;
output Sum, Cout;
assign Sum = A ^ B ^ Cin;
assign Cout = (A & B)|(B & Cin)|(Cin & A);
endmodule
```
**./run.sh**
```bash
#!/bin/bash
# OpenROAD 26Q1-2900-gdf79404cd8, Yosys 0.63+post, stock flow scripts
make -C /OpenROAD-flow-scripts/flow DESIGN_CONFIG=/design/flow/config.mk WORK_HOME=/design/flow/orfs finish
```
==> impl_metrics.ini <==
; synthesis and place-and-route metrics
[run_status]
status = complete, but fails checks
violations = negative setup slack

[placement]
gp_congestion = 0.731
port_buffers = 50
dp_hpwl_um = 1690
dp.cells = 185

[routing]
ant_nets = 0
wl_met2_um = 831
wl_per_cell_um = 9.61
num_vias = 564
drt_iter0_drc = 1
wirelength_um = 1820
highest_layer = met3
met3_length_um = 245
met1_length_um = 740
viasPerCell = 2.98
drc = 0
first_pass_iters = 3
antenna-diode-count = 0

[floorplanning]
die_y_um = 91
row_count = 25
pin_count = 50
initial_core_util_pct = 15.5
fp.coreArea_um2 = 4820
die_area_um2 = 8280
dieWidth_um = 91

[cells_and_area]
layout.cells.non_filler = 189
drive_gt1_share_pct = 33.6
clkbuf_count = 0
ff_count = 0
regArea_um2 = 0
area_growth_pct = 71.1

[worst_setup_path]
cp_slowest_cell = fa_2
crit_arrival_ns = 7.44
cpMostUsedCell = fa_2
worstPathRequired_ns = 6.08
worstSetupPathType = primary input to output port
crit_fanout = 4
cp-end-kind = output port
max_stage_delay_ns = 0.36
critPathLaunchType = primary input
crit_chain = buf_8, xor2_2, fa_2, inv_2, fa_2, fa_2, fa_2, fa_2, fa_2, fa_2, fa_2, fa_2, fa_2, fa_2, fa_2, fa_2, fa_2, buf_6, buf_6, buf_6, buf_6, fa_2, buf_2

[flow_run]
warnings = 37
cap_violations = 0

[power]
pwr-share-clk_pct = 0
power_frac_comb_pct = 100.0
worst_ir_drop_vdd_mv = 0.0368
p_int_w = 0.0000797
p_switching_w = 0.0000385
power.density_nw_per_um2 = 92.3
pwr-share-seq_pct = 0
leakage_nw = 0.565
p_sw_share_pct = 32.6

[timing]
worst_pin_slew_ns = 0.217
period_minus_slack_ns = 8.96
finalCritPeriodShare_pct = 118
whs_ns = 3.57
slew_headroom_pct = 85.4
finalSetupViolations = 5
fin_ws_ns = -1.36
rsz0062_at_grt = true
maxSlewViolCount = 0
fmax_mhz = 112
finalHoldViolations = 0

[global_route]
grt_max_degree = 13
track_usage_pct = 4.20
grt_pass1_wl_um = 2890
grt_antenna_before_repair = 0
first_global_vias = 605
grt_remaining_overflow = 0

[synth]
ys_cells = 82
yosysUniqueCellTypes = 8
yosysWarningCount = 0
syn_area_um2 = 748
ys_top_cells_by_area = fa_1 43%, buf_4 17%, xnor2_1 16%
netlist_instances = 82
top_cell_area_share_pct = 42.8
postSynthAreaPerCell_um2 = 9.12
ys_seq_share_pct = 0
top_area_cell = fa_1
yosys-stat-area_um2 = 748

[clock_network]
holdBufCountCts = 0

[worst_hold_path]
hold_class = primary input to output port
## stage by stage
stage	util [%]	cell area [µm²]	setup WS, ns	total power [W]	TNS [ns]
floorplan	-	800	-1.07	0.0000760	-3.08
global placement	26.0	1250	-2.05	0.000121	-8.77
detailed placement	26.0	1250	-2.04	0.000121	-8.70
CTS	26.3	1270	-1.49	0.000119	-4.33
global route	26.6	1280	-1.54	0.000135	-4.70
finish	26.6	1280	-1.36	0.000118	-3.85
## synth_stat cells
cell      n
buf_6     1
inv_1    29
mux2_2    1
buf_12    1
xnor2_1  14
fa_1     16
buf_4    17
xor2_1    3
## repair_timing
action / 4_1_cts / 5_1_grt
buffers inserted: 3 / 1
setup endpoints to repair: 7 / 6
resized: 45 / 7
pin swaps: 1 / 1
gates cloned: 0 / 0
## area by class of cell
type / count / area, µm²
inverters: 29 / 109
multi-input cells: 34 / 537
fillers: 529 / 3540
well taps: 67 / 83.8
repair buffers: 59 / 551
## worst max-delay path, delay by kind of cell
kind | cells | cell delay [ns]
fa+ha+maj | 15 | 5.07
buf+inv | 7 | 0.67
xor+xnor | 1 | 0.17
## cell families after synthesis
| family | after synthesis | synth area share [%] |
|---|---|---|
| adders and majority gates | 16 | 42.8 |
| muxes | 1 | 1.50 |
| buffers and inverters | 48 | 35.8 |
| xor gates and xnor gates | 17 | 19.9 |
## final timing paths
path,startpoint,to,slack (ns),cells after the start
max,s,Y[16],-1.36,23
min,B[0],Y[0],3.57,3
## cells in the final DEF, fill, tap and decap left out, drive strengths merged
| cell | instances |
|---|---|
| inv | 29 |
| clkbuf | 1 |
| clkdlybuf4s50 | 37 |
| buf | 17 |
| clkdlybuf4s15 | 1 |
| mux2 | 1 |
| fa | 16 |
| xor2 | 3 |
| dlygate4sd2 | 3 |
| xnor2 | 14 |
## power by group through the flow
stage,logic [W],clock network (W),registers [W]
CTS,0.000119,0,0
global route,0.000135,0,0
finish,0.000118,0,0
## metal layers
metal / vias to the layer above / global-route usage [%]
li1: 278 / -
met1: 256 / 5.40
met2: 30 / 6.68
met3: 0 / 2.07
met4: 0 / 0
met5: - / 0
Power figures rest on the tool's default switching activity, not on a simulated workload.
