--- ./config.mk ---
export PLATFORM = sky130hd
export DESIGN_NAME = Delay_1clk
export DESIGN_NICKNAME = Delay_1clk
export VERILOG_FILES = /design/flow/design.v
export SDC_FILE = /design/flow/constraint.sdc
export NUM_CORES = 4
export LEC_CHECK = 1
export CORE_AREA = 10 10 70 70
export DIE_AREA = 0 0 80 80
--- ./constraint.sdc ---
current_design Delay_1clk

set clk_period 1.0
set clk_io_pct 0.2

create_clock -name clk0 -period $clk_period [get_ports {clk}]

set non_clock_inputs [all_inputs -no_clocks]
set_input_delay [expr $clk_period * $clk_io_pct] -clock clk0 $non_clock_inputs
set_output_delay [expr $clk_period * $clk_io_pct] -clock clk0 [all_outputs]
--- ./design.v ---
module Delay_1clk #(parameter N = 16)(clk, rst, start, xn, xn_1);
input clk, rst, start;
input [N-1:0]xn;
output reg[N-1:0]xn_1;
always@(posedge clk)
begin
if(rst)
   xn_1 <= 0;
else 
begin
            if(start)
               xn_1 <= xn;
            else
               xn_1 <= 0;
end
end
endmodule
--- ./run.sh ---
#!/bin/bash
# OpenROAD 26Q1-2900-gdf79404cd8, Yosys 0.63+post, stock flow scripts
make -C /OpenROAD-flow-scripts/flow DESIGN_CONFIG=/design/flow/config.mk WORK_HOME=/design/flow/orfs finish
==> metrics.yaml <==
status:
  status: "finished, final reports clean"
critical_path:
  cp-endpoint: "xn_1[15]"
  cp_num_buf_inv: 1
  cp.depth: 1
  crit_start: "xn_1[15]"
  startpoint_type: "flop"
  critical_path_class: "flop to output pin"
  slowest_stage: "dfxtp_2"
  cpPeakStageDelay_ns: 0.32
  cp.required_ns: 0.80
  arrival_ns: 0.76
  crit_chain: "clkdlybuf4s15_1"
  path_delay_family: "flip-flops"
  critical_path.max_fanout: 1
  cp-end-kind: "output pin"
detailed_routing:
  first_iter_violations: 9
  viasPerCell: 3.13
  wl_per_cell_um: 11.1
  ant_nets: 0
  vias: 372
  wirelength_mm: 1.32
  diodes: 0
  drc: 0
  first_pass_iters: 2
timing:
  relSlewSlack: 0.923
  finalMaxSlewViolations: 0
  min_period_over_period: 0.962
  grt_setup_unrepaired: "false"
  fin_crit_ns: 0.962
  hold_viol_final: 0
  setup_viol_count_final: 0
  fmaxAchievable_ghz: 1.04
  tightest_slew_ns: 0.116
yosys:
  simple_gate_share: 0.301
  ys_seq_share: 0.653
  adder_share: 0
  top_logic_kind: "simple AND/OR/NAND/NOR gates"
  ys_area_um2: 490
  ys_sh_aoi: 0
  synth.avg_cell_area_um2: 14.4
  ys_cells: 34
  ys_ff: 16
  xor_area_frac: 0
  yosys_warnings: 1
  netlist-cell-type-count: 4
  syn-cell-area_um2: 490
  ys_sh_mux: 0
  netlist_instances: 34
cts:
  clk_pin_slew_worst_paths_ns: 0.08
  cts_sinks: 16
  cts_root_buffer: "clkbuf_4"
  postCtsSetupBuffers: 0
  cts_tree: "yes"
  cts_buffers: 3
  htree_levels: 1
  clock_path_buffers: 2
  holdBufCountCts: 0
floorplan:
  core_um2: 3420
  die-area_um2: 6400
  io_pins: 35
  die_x_um: 80
  die_h_um: 80
  fp_util: 0.144
  fp-row-count: 21
grt:
  grt_max_degree: 17
  grt_use_total: 0.0406
  antenna_found_initial: 0
  grt_pass1_wl_mm: 1.93
  overflow: 0
  grt_pass1_vias: 402
final_layout:
  largest_reg_flops: 16
  fin_cells: 119
  layout_top_cell: "clkdlybuf4s50_1"
  area_delta_synth_final_pct: 83.7
  flop_area_um2: 332
  num-fill-cells: 383
  layout_top_cells: "18 x clkdlybuf4s50_1, 10 x and3b_1, 9 x clkdlybuf4s15_1, 9 x dfxtp_2, 7 x dfxtp_1"
  drive_gt1_frac: 0.397
  regMostFlops: "xn_1"
  logic_area_um2: 148
  fin_area_um2: 901
  reg_top3: "xn_1 (16)"
job:
  drv_cap: 0
  tool_warnings: 25
place:
  placedCellCount: 115
  gp_congestion: 0.643
  place_area_um2: 888
  portBuffers: 34
  place_hpwl_mm: 1.20
pwr:
  power_density_nw_per_um2: 1340
  static-leakage-power_nw: 0.424
  vdd_drop_max_mv: 0.616
hold_path:
  hold_class: "primary input to flop"
  min-delay-start: "xn[11]"
==> layout make-up <==
| cell class | count | area share |
|---|---|---|
| repair buffers | 37 | 0.364 |
| multi-input cells | 16 | 0.164 |
| well taps | 46 | 0.0639 |
| clock buffers | 4 | 0.0403 |
| flip-flops and latches | 16 | 0.368 |
==> cells by family after synthesis <==
kind of cell / Yosys count
flip-flops: 16
AND/OR/NAND/NOR: 16
buffers and inverters: 2
==> repair_timing <==
action / 4_1_cts / 5_1_grt
pin swaps: 0 / 0
gates resized: 35 / 13
setup endpoints to repair: 16 / 11
==> per-stage QoR <==
step	worst slack (ns)	util	setup TNS (ns)	hold WS (ns)	total power, mW
floorplan	0.440	-	0	0.364	0.713
global placement	-0.131	0.260	-1.77	0.820	0.844
detailed placement	-0.135	0.260	-1.87	0.815	0.846
CTS	0.00459	0.270	0	0.516	1.23
global route	0.000604	0.264	0	0.512	1.26
finish	0.0385	0.264	0	0.526	1.20
==> worst min path at each step <==
stage	slack, ns	depth (start not counted)	to
global route	0.51	2	xn_1[7]
finish	0.53	2	xn_1[11]
CTS	0.52	2	xn_1[5]
==> cells in the mapped netlist <==
cell     count  share of area
dfxtp_1     16           0.65
and3b_1     10           0.18
and3b_2      6           0.12
buf_6        2          0.046
==> report_power, final <==
group	total, mW	switching, mW	internal (mW)
registers	0.671	0.00618	0.665
logic	0.142	0.0303	0.111
clock network	0.390	0.169	0.221
total	1.20	0.206	0.997
==> layer usage <==
| metal | share of wire | vias to the layer above | global-route usage |
|---|---|---|---|
| li1 | - | 194 | - |
| met1 | 0.34 | 153 | 0.0346 |
| met2 | 0.49 | 23 | 0.0738 |
| met3 | 0.16 | 2 | 0.0341 |
| met4 | 0.0038 | 0 | 0.00176 |
| met5 | 0 | - | 0 |
Power figures rest on the tool's default switching activity, not on a simulated workload.
